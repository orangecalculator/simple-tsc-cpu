<file path="./design.v">
`timescale 1ns / 1ps
module IFIDRegister(
        input reset_n,
        input clk,
        input stall,
        input flush,
        input [4 - 1 : 0] IF_inst_addr_MSB,
        input [16 - 1 : 0] IF_inst_addr_seq,
        input [16 - 1 : 0] IF_instruction,        
        input [16 - 1 : 0] IF_num_inst,
        output reg [4 - 1 : 0] ID_inst_addr_MSB,
        output reg [16 - 1 : 0] ID_inst_addr_seq,
        output reg [16 - 1 : 0] ID_instruction,
        output reg [16 - 1 : 0] ID_num_inst
    );
    always @(posedge clk) begin
        if(~reset_n || flush) begin  
            ID_inst_addr_MSB = 0;
            ID_inst_addr_seq = 0;
            ID_instruction = ({4'hc,12'h0});
            ID_num_inst = 0;
        end
        else if(~stall) begin  
            ID_inst_addr_MSB = IF_inst_addr_MSB;
            ID_inst_addr_seq = IF_inst_addr_seq;
            ID_instruction = IF_instruction;
            ID_num_inst = IF_num_inst;
        end
    end
endmodule
module IDEXRegister(
        input reset_n,
        input clk,
        input stall,
        input flush,
        input [16 - 1 : 0] ID_inst_addr_seq,
        input [16 - 1 : 0] ID_rs_value,
        input [16 - 1 : 0] ID_rt_value,
        input [16 - 1 : 0] ID_I_imm,
        input [(12 - 1) : (0)] ID_J_target,
        input [2 - 1 : 0] ID_write_addr,
        input [16 - 1 : 0] EX_rs_forwarded_value,
        input [16 - 1 : 0] EX_rt_forwarded_value,
        output reg [16 - 1 : 0] EX_inst_addr_seq,
        output reg [16 - 1 : 0] EX_rs_value,
        output reg [16 - 1 : 0] EX_rt_value,
        output reg [16 - 1 : 0] EX_I_imm,
        output reg [(12 - 1) : (0)] EX_J_target,
        output reg [2 - 1 : 0] EX_write_addr
    );
    always @(posedge clk) begin
        if(~reset_n || flush) begin  
            EX_inst_addr_seq = 0;
            EX_rs_value = 0;
            EX_rt_value = 0;
            EX_I_imm = 0;
            EX_J_target = 0;
            EX_write_addr = 0;
        end
        else if(~stall) begin  
            EX_inst_addr_seq = ID_inst_addr_seq;
            EX_rs_value = ID_rs_value;
            EX_rt_value = ID_rt_value;
            EX_I_imm = ID_I_imm;
            EX_J_target = ID_J_target;
            EX_write_addr = ID_write_addr;
        end
        else begin
            EX_rs_value = EX_rs_forwarded_value;
            EX_rt_value = EX_rt_forwarded_value;
        end
    end
endmodule
module EXMEMRegister(
        input reset_n,
        input clk,
        input stall,
        input flush,
        input [16 - 1 : 0] EX_ALU_OUT,
        input [16 - 1 : 0] EX_rt_value,
        input [2 - 1 : 0] EX_write_addr,
        input [16 - 1 : 0] MEM_rt_forwarded_value,
        output reg [16 - 1 : 0] MEM_ALU_OUT,
        output reg [16 - 1 : 0] MEM_rt_value,
        output reg [2 - 1 : 0] MEM_write_addr
    );
    always @(posedge clk) begin
        if(~reset_n || flush) begin  
            MEM_ALU_OUT = 0;
            MEM_rt_value = 0;
            MEM_write_addr = 0;
        end
        else if(~stall) begin  
            MEM_ALU_OUT = EX_ALU_OUT;
            MEM_rt_value = EX_rt_value;
            MEM_write_addr = EX_write_addr;
        end
        else MEM_rt_value = MEM_rt_forwarded_value;
    end
endmodule
module MEMWBRegister(
        input reset_n,
        input clk,
        input stall,
        input flush,
        input [16 - 1 : 0] MEM_read_data,
        input [16 - 1 : 0] MEM_ALU_OUT,
        input [2 - 1 : 0] MEM_write_addr,
        output reg [16 - 1 : 0] WB_read_data,
        output reg [16 - 1 : 0] WB_ALU_OUT,
        output reg [2 - 1 : 0] WB_write_addr
    );
    always @(posedge clk) begin
        if(~reset_n || flush) begin  
            WB_read_data = 0;
            WB_ALU_OUT = 0;
            WB_write_addr = 0;
        end
        else if(~stall) begin  
            WB_read_data = MEM_read_data;
            WB_ALU_OUT = MEM_ALU_OUT;
            WB_write_addr = MEM_write_addr;
        end
    end
endmodule
module EXControlRegister(
        input reset_n,
        input clk,
        input stall,
        input flush,
        input IN_ALUPathIntercept,
        input [1:0] IN_ALUSrc,
        input [4 - 1 : 0] IN_ALU_OP,
        output reg OUT_ALUPathIntercept,
        output reg [1:0] OUT_ALUSrc,
        output reg [4 - 1 : 0] OUT_ALU_OP
    );
    always @(posedge clk) begin
        if(~reset_n || flush) begin  
            OUT_ALUPathIntercept = 0;
            OUT_ALUSrc = 0;
            OUT_ALU_OP = 0;
        end
        else if(~stall) begin  
            OUT_ALUPathIntercept = IN_ALUPathIntercept;
            OUT_ALUSrc = IN_ALUSrc;
            OUT_ALU_OP = IN_ALU_OP;
        end
    end
endmodule
module MEMControlRegister(
        input reset_n,
        input clk,
        input stall,
        input flush,
        input IN_MemRead,
        input IN_MemWrite,
        output reg OUT_MemRead,
        output reg OUT_MemWrite
    );
    always @(posedge clk) begin
        if(~reset_n || flush) begin  
            OUT_MemRead = 0;
            OUT_MemWrite = 0;
        end
        else if(~stall) begin  
            OUT_MemRead = IN_MemRead;
            OUT_MemWrite = IN_MemWrite;
        end
    end
endmodule
module WBControlRegister(
        input reset_n,
        input clk,
        input stall,
        input flush,
        input IN_MemtoReg,
        input IN_RegWrite,
        input IN_is_halted,
        output reg OUT_MemtoReg,
        output reg OUT_RegWrite,
        output reg OUT_is_halted
    );
    always @(posedge clk) begin
        if(~reset_n || flush) begin  
            OUT_MemtoReg = 0;
            OUT_RegWrite = 0;
            OUT_is_halted = 0;
        end
        else if(~stall) begin  
            OUT_MemtoReg = IN_MemtoReg;
            OUT_RegWrite = IN_RegWrite;
            OUT_is_halted = IN_is_halted;
        end
    end
endmodule
module OutputRegister(
        input reset_n,
        input clk,
        input stall,
        input flush,
        input IN_output_update,
        input [16 - 1 : 0] IN_num_inst,
        input [16 - 1 : 0] IN_output_value,
        input [16 - 1 : 0] IN_output_forwarded_value,
        output reg OUT_output_update,
        output reg [16 - 1 : 0] OUT_num_inst,
        output reg [16 - 1 : 0] OUT_output_value
    );
    always @(posedge clk) begin
        if(~reset_n || flush) begin  
            OUT_output_update = 0;
            OUT_num_inst = 0;
            OUT_output_update = 0;
        end
        else if(~stall) begin  
            OUT_output_update = IN_output_update;
            OUT_num_inst = IN_num_inst;
            OUT_output_value = IN_output_value;
        end
        else OUT_output_value = IN_output_forwarded_value;
    end
endmodule
module HazardRegister(
        input reset_n,
        input clk,
        input stall,
        input flush,
        input [2 - 1 : 0] IN_rs_addr,
        input IN_rs_use,
        input [1:0] IN_rs_use_stage,
        input [2 - 1 : 0] IN_rt_addr,
        input IN_rt_use,
        input [1:0] IN_rt_use_stage,
        input [1:0] IN_write_valid_stage,
        input IN_nop,
        output reg [2 - 1 : 0] OUT_rs_addr,
        output reg OUT_rs_use,
        output reg [1:0] OUT_rs_use_stage,
        output reg [2 - 1 : 0] OUT_rt_addr,
        output reg OUT_rt_use,
        output reg [1:0] OUT_rt_use_stage,
        output reg [1:0] OUT_write_valid_stage,
        output reg OUT_nop
    );
    always @(posedge clk) begin
        if(~reset_n || flush) begin  
            OUT_rs_addr = 0;
            OUT_rs_use = 0;
            OUT_rs_use_stage = 0;
            OUT_rt_addr = 0;
            OUT_rt_use = 0;
            OUT_rt_use_stage = 0;
            OUT_write_valid_stage = 0;
            OUT_nop = 1'b1;
        end
        else if(~stall) begin  
            OUT_rs_addr = IN_rs_addr;
            OUT_rs_use = IN_rs_use;
            OUT_rs_use_stage = IN_rs_use_stage;
            OUT_rt_addr = IN_rt_addr;
            OUT_rt_use = IN_rt_use;
            OUT_rt_use_stage = IN_rt_use_stage;
            OUT_write_valid_stage = IN_write_valid_stage;
            OUT_nop = IN_nop;
        end
    end
endmodule
</file>
<file path="./run.sh">
#!/bin/bash
# OpenROAD 26Q1-2900-gdf79404cd8, Yosys 0.63+post, stock flow scripts
make -C /OpenROAD-flow-scripts/flow DESIGN_CONFIG=/design/flow/config.mk WORK_HOME=/design/flow/orfs finish
</file>
<file path="./config.mk">
export PLATFORM = sky130hd
export DESIGN_NAME = OutputRegister
export DESIGN_NICKNAME = OutputRegister
export VERILOG_FILES = /design/flow/design.v
export SDC_FILE = /design/flow/constraint.sdc
export NUM_CORES = 4
export LEC_CHECK = 1
export CORE_AREA = 10 10 109 109
export DIE_AREA = 0 0 119 119
</file>
<file path="./constraint.sdc">
current_design OutputRegister

set clk_period 3.0
set clk_io_pct 0.2

create_clock -name clk0 -period $clk_period [get_ports {clk}]

set non_clock_inputs [all_inputs -no_clocks]
set_input_delay [expr $clk_period * $clk_io_pct] -clock clk0 $non_clock_inputs
set_output_delay [expr $clk_period * $clk_io_pct] -clock clk0 [all_outputs]
</file>
==> run summary <==
Implementation results. Per the OpenROAD floorplan log, the height of the die is about 120 µm. The report gives the cell count of the worst hold path as 2. CTS sink count landed at 33. Clock tree synthesis inserted a total of 5 buffers.

The worst setup path is launched from a primary input. Number of cell instances on the worst register-to-register path landed at 2. The flow ran to the end, and the final reports show no timing, DRC or antenna violations. Mean cell area of the mapped netlist landed at around 15 µm². Final count of pins violating max slew landed at 0. In this run the post-CTS setup repair buffer count came out at 0.

Hold violation count in the final report landed at 0. Power per cell area landed at between 400 and 500 nW/µm². The tool flagged a number of max-cap violations equal to 0. The initial antenna violation count came to 0. Post-layout minimum cycle time landed at approximately 1900 ps.

Share of the yosys chip area belonging to registers landed at 0.598. Number of global-route vias before repair landed at about 1200. In the post-route analysis, the smallest setup slack over all paths is between 1000 and 1500 ps. Final core utilization landed at 0.255.

Register bit count reported by yosys landed at 33. Setup total negative slack on the finished layout was measured at 0 ps. Detailed-placement wirelength estimate landed at 3200 µm. In the synthesized netlist, the number of instances is 91.

Number of placement rows landed at 36. Peak clock frequency supported by timing landed at between 500 and 600 MHz. The synthesis report lists the Yosys warning total as 1. Normalized max-slew margin landed at 0.583. Input and output buffers added on the ports amount to 85. Combined global-route utilization of all metal layers landed at 0.0548.

Per the detailed-route log, wirelength across all metal layers totals slightly below 4000 µm. For this design, Yosys synthesis ends with a cell count of around 90. STA classifies the critical path endpoint as a register. TritonCTS built the clock tree. Summing every instance area after synthesis gives about 1400 µm². The clock tree synthesis step divided the H-tree into 2 levels. Number of distinct library cell variants in the gate-level netlist after synthesis landed at 13.

Clock skew after layout landed at 0 ps. Layout overhead on the synthesized area landed at 78.9%. Fraction of final layout cells sized beyond drive strength 1 landed at 0.150. Per the detailed placement report, the placed cell area equals between 2000 and 2500 µm².

The die is 119 µm wide. The most common logic cells in the final layout are sky130_fd_sc_hd__clkdlybuf4s50_1 (84), sky130_fd_sc_hd__dfxtp_1 (17), sky130_fd_sc_hd__mux2i_1 (17), sky130_fd_sc_hd__nor2_1 (17), sky130_fd_sc_hd__edfxtp_1 (16). In this run the remaining antenna-violating nets after routing total 0. Average detailed-routed wire length per instance landed at between 10 and 15 µm.

In this run, post-CTS hold repair placed 0 buffers. Area of the chip landed at between 10000 and 15000 µm². The floorplan step records an initial core utilization of 0.142. By instance count after routing, the leading logic cell type is sky130_fd_sc_hd__clkdlybuf4s50_1. Post-cts sizing count landed at 0. Register clock-pin slew on the reported worst setup and hold paths landed at ~70 ps. Post-route clock period utilization landed at 0.617. In the routed design, unresolved DRC markers number 0.

The core region is around 9600 µm². Wire length of the first global-routing pass landed at 6200 µm. Prior to clock tree synthesis, the placed netlist has a worst setup slack of roughly 810 ps.

According to the hold report, the worst path is of the reg2reg type. Entering global routing, the biggest net connects 18 pins. The number of warnings reported in the stage logs is 25. The analysis reports a worst IR drop on VDD of between 0.15 and 0.2 mV. Count of pins on the block boundary landed at 86.

Endpoints with negative setup slack in the final report add up to 0. Transition time at the pin with the least slew margin landed at about 620 ps. Per the log, the first TritonRoute iteration ended with a DRC count of 26. Final cell area excluding filler cells landed at between 2000 and 2500 µm². Total global routing overflow landed at 0. Leakage power figure landed at 0.942 nW. Looking at the clock tree report, the root buffer type is sky130_fd_sc_hd__clkbuf_8. In this run the deepest clock path goes through 2 buffers. Per the detail_route report, vias per standard cell equal 3.24. Routability-driven placement finished with a final weighted congestion of 0.664.

Largest fanout on the critical path landed at 16. Per the detail_route report, the via count comes to about 1000. In the routed netlist, the antenna diode instances number 0. Detailed-router iteration count before antenna repair landed at 2. Synthesized chip area reported by yosys landed at 1370 µm². Total power landed at 1.18 mW. Clock insertion delay at the later pin of the skew report landed at 280 ps. Data on the critical path is required at its endpoint by around 2900 ps. The worst setup path is of the in2reg kind. Data arrives at the worst endpoint at around 1800 ps. Setup repair after global routing left no endpoint under its margin.
## cells by family after synthesis
group                  count (synthesis)  synth area share
AND/OR/NAND/NOR                       18            0.0511
buffers and inverters                  7            0.0602
multiplexers                          33             0.291
flip-flops                            33             0.598
## area by class of cell
type	instances	area, µm²
inverters	1	3.75
fillers	1034	7180
well taps	133	166
flip-flops and latches	33	821
repair buffers	87	861
clock buffers	5	68.8
multi-input cells	51	469
clock inverters	3	65.1
## power by group
part           switching, mW  leakage, nW  internal, mW
clock network          0.170       0.0681         0.330
logic                 0.0437        0.585         0.130
registers            0.00708        0.289         0.499
## state kept, by name, indices dropped and copies added (netlist names)
name and count:
OUT_num_inst 16, OUT_output_update 1, OUT_output_value 16
## routing by layer
metal,share of wire,global-route usage,vias to the layer above
met5,0,0,-
met4,0.014,0.00763,0
met3,0.075,0.0240,7
met2,0.46,0.0868,51
met1,0.45,0.0699,465
li1,-,-,490
## Yosys cell counts
master,count,area (µm²)
sky130_fd_sc_hd__buf_12,2,40.0
sky130_fd_sc_hd__buf_2,1,5.00
sky130_fd_sc_hd__buf_4,1,7.51
sky130_fd_sc_hd__buf_6,1,11.3
sky130_fd_sc_hd__buf_8,1,15.0
sky130_fd_sc_hd__dfxtp_1,17,340
sky130_fd_sc_hd__edfxtp_1,16,480
sky130_fd_sc_hd__inv_1,1,3.75
sky130_fd_sc_hd__mux2_2,3,33.8
sky130_fd_sc_hd__mux2_4,13,195
sky130_fd_sc_hd__mux2i_1,17,170
sky130_fd_sc_hd__nand2b_1,1,6.26
sky130_fd_sc_hd__nor2_1,17,63.8
## critical path, stage by stage
cell and delay, ps:
sky130_fd_sc_hd__clkdlybuf4s50_1 390, sky130_fd_sc_hd__nand2b_1 250, sky130_fd_sc_hd__inv_1 520
## path summary, 6_finish.rpt
path / slack, ps / start / endpoint
max reg2reg: 2390 / OUT_num_inst[4]$_SDFFE_PP0N_ / OUT_num_inst[4]$_SDFFE_PP0N_
min: 500 / OUT_num_inst[11]$_SDFFE_PP0N_ / OUT_num_inst[11]$_SDFFE_PP0N_
min reg2reg: 500 / OUT_num_inst[11]$_SDFFE_PP0N_ / OUT_num_inst[11]$_SDFFE_PP0N_
max: 1150 / flush / OUT_output_value[15]$_DFFE_PN_
## through the flow
stage,hold WS [ps],cells
floorplan,440,91
global placement,474,305
detailed placement,490,305
CTS,509,313
global route,539,313
finish,501,313
No activity file was given, so power comes from the tool's default toggle rates.
