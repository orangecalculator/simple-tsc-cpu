$ cat flow/config.mk
export PLATFORM = sky130hd
export DESIGN_NAME = Control
export DESIGN_NICKNAME = Control
export VERILOG_FILES = /design/flow/design.v
export SDC_FILE = /design/flow/constraint.sdc
export NUM_CORES = 4
export LEC_CHECK = 1
export CORE_AREA = 10 10 79 79
export DIE_AREA = 0 0 89 89
$ cat flow/constraint.sdc
current_design Control

set clk_period 4.1
set clk_io_pct 0.2

create_clock -name clk0 -period $clk_period

set non_clock_inputs [all_inputs -no_clocks]
set_input_delay [expr $clk_period * $clk_io_pct] -clock clk0 $non_clock_inputs
set_output_delay [expr $clk_period * $clk_io_pct] -clock clk0 [all_outputs]
$ cat flow/run.sh
#!/bin/bash
# OpenROAD 26Q1-2900-gdf79404cd8, Yosys 0.63+post, stock flow scripts
make -C /OpenROAD-flow-scripts/flow DESIGN_CONFIG=/design/flow/config.mk WORK_HOME=/design/flow/orfs finish
$ cat flow/design.v
`timescale 1ns / 1ps
module Control(
    input [4 - 1 : 0] opcode,
    input [6 - 1 : 0] funct,
    output reg [1:0] RegDst,
    output reg [2:0] Jump,
    output reg ALUPathIntercept,
    output reg [1:0] ALUSrc,
    output reg [3:0] ALU_OP,
    output reg MemRead,
    output reg MemWrite,
    output reg RegWrite,
    output reg MemtoReg,
    output output_active,
    output is_halted,
    output reg rs_use,
    output reg [1:0] rs_use_stage,
    output reg rt_use,
    output reg [1:0] rt_use_stage,
    output reg [1:0] write_valid_stage,
    input IF_hazard_detected,
    input ID_hazard_detected,
    input EX_hazard_detected,
    input MEM_hazard_detected,
    input WB_hazard_detected,
    output ID_nop,
    input EX_nop,
    input MEM_nop,
    input WB_nop,
    output reg IF_stall,
    output reg IFID_stall,
    output reg IFID_flush,
    output reg IDEX_stall,
    output reg IDEX_flush,
    output reg EXMEM_stall,
    output reg EXMEM_flush,
    output reg MEMWB_stall,
    output reg MEMWB_flush,
    input WB_is_halted
    );
    reg reset_rest;  
    wire defined_instruction;
    wire Rtype_Arithmetic;
    wire Rtype_JumpR;
    wire Rtype_Output;
    wire Rtype_Halt;
    wire Itype_Arithmetic;
    wire Itype_Branch;
    wire Itype_Memory;
    wire Jtype_Jump;
    wire Jump_Link;
    wire NOP;
    assign defined_instruction = ( Rtype_Arithmetic
                                    || Rtype_JumpR
                                    || Rtype_Output
                                    || Rtype_Halt
                                    || Itype_Arithmetic
                                    || Itype_Branch
                                    || Itype_Memory
                                    || Jtype_Jump );
    assign NOP = ~defined_instruction;
    assign Rtype_Arithmetic = (opcode == 4'hf)
                     && ( (funct == 6'd0)
                         ||(funct == 6'd1)
                         ||(funct == 6'd2)
                         ||(funct == 6'd3)
                         ||(funct == 6'd4)
                         ||(funct == 6'd5)
                         ||(funct == 6'd6)
                         ||(funct == 6'd7) );
    assign Rtype_Output = ( (opcode == 4'hf) &&(funct == 6'd28) );
    assign Rtype_JumpR = ( (opcode == 4'hf)
                            &&( (funct == 6'd25)
                            ||(funct == 6'd26) ) );
    assign Rtype_Halt = ( (opcode == 4'hf) && (funct == 6'd29) );
    assign Itype_Arithmetic = (opcode == 4'd4)
                ||(opcode == 4'd5)
                ||(opcode == 4'd6);
    assign Itype_Branch = ( (opcode == 4'd0)
                ||(opcode == 4'd1)
                ||(opcode == 4'd2)
                ||(opcode == 4'd3) );
    assign Itype_Memory = ( (opcode == 4'd7)
                            || (opcode == 4'd8) );
    assign Jtype_Jump = ( (opcode == 4'd9)
                            || (opcode == 4'd10) );
    assign Jump_Link = ( (opcode == 4'd10)
                            || ( (opcode == 4'hf)&&(funct == 6'd26) ) );
    assign output_active = ( Rtype_Output );
    assign is_halted = ( Rtype_Halt );
    always @(*) begin
        if(Rtype_Arithmetic) RegDst = 2'b01;
        else if(Itype_Arithmetic) RegDst = 2'b00;
        else if(opcode == 4'd7) RegDst = 2'b00;
        else if(Jump_Link) RegDst = 2'b10;
    end
    always @(*) begin
        if(Rtype_JumpR) Jump = 3'b001;
        else if(Jtype_Jump) Jump = 3'b010;
        else if(Itype_Branch) begin
            if(opcode == 4'd1) Jump = 3'b100;
            else if(opcode == 4'd0) Jump = 3'b101;
            else if(opcode == 4'd2) Jump = 3'b110;
            else if(opcode == 4'd3) Jump = 3'b111;
        end
        else Jump = 3'b000;  
    end
    always @(*) begin
        if(Jump_Link) ALUPathIntercept = 1'b1;
        else ALUPathIntercept = 1'b0;
    end
    always @(*) begin
        if(Rtype_Arithmetic) ALUSrc = 2'b00;
        else if(Itype_Arithmetic) ALUSrc = 2'b01;
        else if(Itype_Memory) ALUSrc = 2'b01;
        else if(Itype_Branch) begin
            if(opcode == 4'd1
                || opcode == 4'd0) ALUSrc = 2'b00;
            else ALUSrc = 2'b10;
        end
    end
    always @(*) begin
        if( Rtype_Arithmetic ) begin
            if( funct == 6'd0 ) ALU_OP = 4'b0000;
            else if( funct == 6'd1 ) ALU_OP = 4'b0001;
            else if( funct == 6'd2 ) ALU_OP = 4'b0111;
            else if( funct == 6'd3 ) ALU_OP = 4'b1000;
            else if( funct == 6'd4 ) ALU_OP = 4'b0110;
            else if( funct == 6'd5 ) ALU_OP = 4'b0010;
            else if( funct == 6'd6 ) ALU_OP = 4'b1010;
            else if( funct == 6'd7 ) ALU_OP = 4'b1011;
        end
        else if(Rtype_Output) ALU_OP = 4'b0011;
        else if(Itype_Arithmetic) begin
            if( opcode == 4'd4 ) ALU_OP = 4'b0000;
            else if( opcode == 4'd5 ) ALU_OP = 4'b1000;
            else if( opcode == 4'd6 ) ALU_OP = 4'b1101;
        end
        else if(Jump_Link) ALU_OP = 4'b0011;
        else if(Itype_Branch) ALU_OP = 4'b0001;
        else if(Itype_Memory) ALU_OP = 4'b0000;
        else ALU_OP = 4'bx;
    end
    always @(*) begin
        if(opcode == 4'd7) MemRead = 1'b1;
        else MemRead = 1'b0;
    end
    always @(*) begin
        if(opcode == 4'd8) MemWrite = 1'b1;
        else MemWrite = 1'b0;
    end
    always @(*) begin
        if(Rtype_Arithmetic) RegWrite = 1'b1;
        else if(Itype_Arithmetic) RegWrite = 1'b1;
        else if(opcode == 4'd7) RegWrite = 1'b1;
        else if(Jump_Link) RegWrite = 1'b1;
        else RegWrite = 1'b0;
    end
    always @(*) begin
        if(opcode == 4'd7) MemtoReg = 1'b0;
        else if(Rtype_Arithmetic) MemtoReg = 1'b1;
        else if(Rtype_JumpR) MemtoReg = 1'b1;
        else if(Itype_Arithmetic) MemtoReg = 1'b1;
        else if(Rtype_Output) MemtoReg = 1'b1;
    end
    always @(*) begin
        if( Rtype_Arithmetic
                || Rtype_JumpR
                || Rtype_Output
                || Itype_Arithmetic
                || Itype_Branch
                || Itype_Memory ) rs_use = 1'b1;
        else rs_use = 1'b0;
    end
    always @(*) begin
        if(1'b1) begin  
            if(Rtype_Arithmetic) rs_use_stage = 2'b01;
            else if(Rtype_JumpR) rs_use_stage = 2'b00;
            else if(Rtype_Output) rs_use_stage = 2'b11;
            else if(Itype_Arithmetic) rs_use_stage = 2'b01;
            else if(Itype_Branch) rs_use_stage = 2'b00;  
            else if(Itype_Memory) rs_use_stage = 2'b01;
            else rs_use_stage = 2'bxx;
        end
        else begin  
            if(Rtype_Arithmetic) rs_use_stage = 2'b00;
            else if(Rtype_JumpR) rs_use_stage = 2'b00;
            else if(Rtype_Output) rs_use_stage = 2'b00;
            else if(Itype_Arithmetic) rs_use_stage = 2'b00;
            else if(Itype_Branch) rs_use_stage = 2'b00;  
            else if(Itype_Memory) rs_use_stage = 2'b00;
            else rs_use_stage = 2'bxx;
        end
    end
    always @(*) begin
        if( Rtype_Arithmetic
            || opcode == 4'd8
            || opcode == 4'd1
            || opcode == 4'd0 ) rt_use = 1'b1;
        else rt_use = 1'b0;
    end
    always @(*) begin
        if(1'b1) begin  
            if(Rtype_Arithmetic) rt_use_stage = 2'b01;
            else if(opcode == 4'd8) rt_use_stage = 2'b10;
            else if( opcode == 4'd1
                || opcode == 4'd0 ) rt_use_stage = 2'b00;
            else rt_use_stage = 2'bxx;
        end
        else begin  
            if(Rtype_Arithmetic) rt_use_stage = 2'b00;
            else if(opcode == 4'd8) rt_use_stage = 2'b00;
            else if( opcode == 4'd1
                || opcode == 4'd0 ) rt_use_stage = 2'b00;
            else rt_use_stage = 2'bxx;
        end
    end
    always @(*) begin
        if(1'b1) begin  
            if(Rtype_Arithmetic) write_valid_stage = 2'b01;
            else if(Itype_Arithmetic) write_valid_stage = 2'b01;
            else if(opcode == 4'd7) write_valid_stage = 2'b10;
            else if(Jump_Link) write_valid_stage = 2'b00;
        end
        else if(1'b1) begin  
            if(Rtype_Arithmetic) write_valid_stage = 2'b10;
            else if(Itype_Arithmetic) write_valid_stage = 2'b10;
            else if(opcode == 4'd7) write_valid_stage = 2'b10;
            else if(Jump_Link) write_valid_stage = 2'b10;
        end
        else begin  
            if(Rtype_Arithmetic) write_valid_stage = 2'b11;
            else if(Itype_Arithmetic) write_valid_stage = 2'b11;
            else if(opcode == 4'd7) write_valid_stage = 2'b11;
            else if(Jump_Link) write_valid_stage = 2'b11;
        end
    end
    assign ID_nop = NOP;
    always @(*) begin
        if(WB_is_halted) begin
            IF_stall = 1'b1;
            IFID_stall = 1'b1;
            IFID_flush = 1'b0;
            IDEX_stall = 1'b1;
            IDEX_flush = 1'b0;
            EXMEM_stall = 1'b1;
            EXMEM_flush = 1'b0;
            MEMWB_stall = 1'b1;
            MEMWB_flush = 1'b0;
        end
        else begin
            MEMWB_stall = WB_hazard_detected;
            EXMEM_stall = MEM_hazard_detected || (MEMWB_stall && ~MEM_nop);
            IDEX_stall = EX_hazard_detected || (EXMEM_stall && ~EX_nop);
            IFID_stall = ID_hazard_detected || (IDEX_stall && ~ID_nop);
            IF_stall = IF_hazard_detected || (IFID_stall);
            IFID_flush = ~IFID_stall && (IF_stall || IF_hazard_detected);
            IDEX_flush = ~IDEX_stall && IFID_stall;
            EXMEM_flush = ~EXMEM_stall && IDEX_stall;
            MEMWB_flush = ~MEMWB_stall && EXMEM_stall;
        end
    end
endmodule
==> Slide: Implementation Results <==
Physical Implementation Snapshot

Power and ir drop
  – Final Power: 108 uW
  – Leakage power: 0.000629 uW
  – Pwr per Cell Area: 71.7 nW/um2
  – Worst supply voltage drop on vdd: 26.9 uV

Yosys
  – Dominant register cell: sky130_fd_sc_hd__dlxtn_1
  – Post-synthesis instance area: 862 um2
  – Yosys cell count: 115
  – Unique masters post-synth: 44
  – Synth top area share: 0.244
  – Synthesis Warnings: 1
  – Synth flops: 14
  – Main area contributors after synthesis: sky130_fd_sc_hd__dlxtn_1, sky130_fd_sc_hd__nor2_1, sky130_fd_sc_hd__nand2b_1
  – Chip area from the yosys synthesis statistics: 862 um2
  – Post-Synthesis Mean Instance Area: 7.50 um2
  – Number of instances in the synthesized netlist: 115
  – Library cell occupying the most area in the post-synthesis netlist: sky130_fd_sc_hd__dlxtn_1
  – Count of library flops with an enable pin: 0
  – Post-synth ARST share: 0

Global routing
  – Total congestion overflow after global routing: 0
  – Initial antenna violation count: 0
  – Wire length of the first global-routing pass: 4.66 mm
  – Combined global-route utilization of all metal layers: 0.0720
  – Maximum number of pins on one net before global-route repair: 15
  – Via count of the first global-routing pass: 933

STA
  – Final tally of max-slew violations: 0
  – Total count of hold-check failures in the final report: 0
  – Register pins left without a clock: 14
  – Final cycle utilization of the critical path: 0.965
  – Setup violations, final: 0
  – Number of unconstrained endpoints: 21
  – Setup repair after global routing missed its margin: false
  – Maximum clock frequency: 0.253 GHz
  – Total negative setup slack: 0 ns
  – Shortest clock period the worst path allows after layout: 3.95 ns

Detailed routing
  – Drt pass-1 iters: 4
  – N_diodes: 0
  – DRC marker count from the first detailed-route iteration: 67
  – Vias per cell: 4.26
  – Final WL: 2.88 mm
  – Post-detailed-route DRC marker count: 0
  – Average wire length per cell after detail routing: 12.7 um
  – Antenna-violating nets left: 0
  – Total number of vias: 967

Worst setup path
  – Arrival time of data at the critical path endpoint: 3.13 ns
  – Capturing element type of the critical path: output port
  – Class of the most critical setup path: in -> out
  – Nature of the critical path startpoint: input port
  – Max FO, Critical Path: 14
  – Required arrival time at the worst endpoint: 3.28 ns

Min path
  – Hold Crit Endpoint: is_halted
  – Worst min path class: in -> out
  – HP Start: funct[0]
  – Hold path cells: 4

Layout
  – Combined area of the multi-input logic cells: 613 um2
  – Final cell count without fillers: 227
  – Number of inserted filler cells in the final layout: 507
  – Synthesis-to-finish area growth: 75.0%
  – Top Layout Cells: sky130_fd_sc_hd__clkdlybuf4s50_1, sky130_fd_sc_hd__nor2_1, sky130_fd_sc_hd__dlxtn_1
  – Ratio of cells with drive above 1 in the final layout: 0.104
  – Area occupied by registers: 210 um2
  – Most numerous logic cell after layout: sky130_fd_sc_hd__clkdlybuf4s50_1

Job
  – OpenROAD warning count: 33
  – Total of max-cap violations: 0

Place
  – Placed Instances: 225
  – Detailed placer's ending HPWL: 2.46 mm
  – Count of buffers from port buffering: 54
  – Global placer's final weighted congestion: 0.820

Floorplanning
  – Core ar.: 4660 um2
  – Initial standard-cell utilization of the core: 0.185
  – Die height: 89 um
  – Top-level port count: 55
  – Total die size: 7920 um2
  – Total number of placement rows: 25
  – Chip Width: 89 um

Run status
  – Run status: finished, final reports clean

Clock network
  – Hold-fix buffer count after cts: 0
## repair_timing
item / CTS / global route
buffers inserted: 3 / 0
hold endpoints to repair: 0 / 0
endpoints found under the setup margin: 2 / 2
pin swaps: 2 / 0
gates resized: 6 / 4
## critical path: stages
cell,delay (ns)
sky130_fd_sc_hd__clkdlybuf4s50_1,0.54
sky130_fd_sc_hd__buf_4,0.22
sky130_fd_sc_hd__nand3_2,0.16
sky130_fd_sc_hd__nor2_4,0.22
sky130_fd_sc_hd__nor2_1,0.06
sky130_fd_sc_hd__o311ai_1,0.29
sky130_fd_sc_hd__dlxtn_1,0.37
sky130_fd_sc_hd__clkdlybuf4s50_1,0.46
## worst max-delay path by stage
stage / from / cells past startpoint / slack [ns] / endpoint
after CTS: opcode[2] / 8 / 0.006 / ALU_OP[0]
after global routing: opcode[2] / 8 / 0.02 / ALU_OP[0]
final: opcode[2] / 8 / 0.15 / ALU_OP[0]
## flip-flops by register name, summed over array words and instances, names as in the netlist
register           cells
ALUSrc                 2
ALU_OP                 4
Jump                   3
MemtoReg               1
RegDst                 2
write_valid_stage      2
## cells by family after synthesis
family                     count (synthesis)  synth area share
AOI/OAI and AO/OA                         25             0.231
xor gates and xnor gates                   4            0.0406
adders and majority gates                  1            0.0116
buffers and inverters                     15            0.0827
latches                                   14             0.244
other                                      1           0.00435
and+or+nand+nor                           55             0.386
## Yosys cell counts, types with 2 or more instances
master                     instances
sky130_fd_sc_hd__nor2_1           15
sky130_fd_sc_hd__xnor2_1           2
sky130_fd_sc_hd__nor4_1            2
sky130_fd_sc_hd__o21ai_0           4
sky130_fd_sc_hd__clkbuf_1          3
sky130_fd_sc_hd__o21a_1            2
sky130_fd_sc_hd__or2_2             3
sky130_fd_sc_hd__buf_4             3
sky130_fd_sc_hd__nor3_1            6
sky130_fd_sc_hd__dlxtn_1          14
sky130_fd_sc_hd__buf_2             3
sky130_fd_sc_hd__xor2_1            2
sky130_fd_sc_hd__inv_1             6
sky130_fd_sc_hd__o211a_1           2
sky130_fd_sc_hd__nand3b_1          2
sky130_fd_sc_hd__nand2_1           3
sky130_fd_sc_hd__nand3_1           3
sky130_fd_sc_hd__nand2b_1          7
sky130_fd_sc_hd__a21oi_1           4
sky130_fd_sc_hd__and2_1            4
sky130_fd_sc_hd__nor2b_1           2
## routing by layer
layer / vias up / wire length (um) / global-route usage / part of all wire
li1: 513 / - / - / -
met1: 415 / 1280 / 0.0940 / 0.45
met2: 39 / 1160 / 0.110 / 0.40
met3: 0 / 433 / 0.0376 / 0.15
met4: 0 / 0 / 0 / 0
met5: - / 0 / 0 / 0
## power breakdown
part / switching (uW) / internal (uW)
sequential: 0.853 / 10.8
clock: 0 / 0
combinational: 41.1 / 55.5
## stage by stage
stage | setup WS [ns] | cell area (um2) | util | hold slack [ns]
2_1_floorplan | 1.17 | 885 | - | 1.69
3_3_place_gp | -0.0586 | 1480 | 0.318 | 2.56
3_5_place_dp | -0.0630 | 1480 | 0.318 | 2.56
4_1_cts | 0.00575 | 1490 | 0.321 | 2.55
5_1_grt | 0.0207 | 1510 | 0.324 | 2.57
6_report | 0.145 | 1510 | 0.324 | 2.50
## cell type report
cell class,count,area share
Timing Repair Buffer,61,0.395
Inverter,6,0.0149
Multi-Input combinational cell,92,0.406
Tap cell,54,0.0448
Sequential cell,14,0.139
Power and IR drop assume default switching activity.
