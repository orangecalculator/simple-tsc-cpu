==> flow/design.v <==
module ALU(
input [15:0] A,
input [15:0] B,
input [3:0] OP,
output [15:0] C,
output Compare
);
    wire [15:0] Arithmetic;
    assign Arithmetic = ( OP==4'b0000 ? A+B :
                            OP==4'b0001 ? A-B:
                                 0 );
    assign Compare = (   Arithmetic == 16'h0 ? 1'b1 : 1'b0 );
    assign C = OP==4'b0000 ? Arithmetic :
               OP==4'b0001 ? Arithmetic :
               OP==4'b0010 ? -A :
               OP==4'b0011  ?  A :
               OP==4'b0110 ? ~A :
               OP==4'b0111 ? (A&B) :
               OP==4'b1000 ? (A|B) :
               OP==4'b1010 ? {A[16 - 2 : 0],1'b0} :
               OP==4'b1011 ? {A[16 - 1],A[16 - 1 : 1]} :
               OP==4'b1101 ? {B[16/2 - 1 : 0],{(16/2){1'b0}} } :
               16'hx;
endmodule
==> flow/run.sh <==
#!/bin/bash
# OpenROAD 26Q1-2900-gdf79404cd8, Yosys 0.63+post, stock flow scripts
make -C /OpenROAD-flow-scripts/flow DESIGN_CONFIG=/design/flow/config.mk WORK_HOME=/design/flow/orfs finish
==> flow/config.mk <==
export PLATFORM = sky130hd
export DESIGN_NAME = ALU
export DESIGN_NICKNAME = ALU
export VERILOG_FILES = /design/flow/design.v
export SDC_FILE = /design/flow/constraint.sdc
export NUM_CORES = 4
export LEC_CHECK = 1
export CORE_UTILIZATION = 40
==> flow/constraint.sdc <==
current_design ALU

set clk_period 8.3
set clk_io_pct 0.2

create_clock -name clk0 -period $clk_period

set non_clock_inputs [all_inputs -no_clocks]
set_input_delay [expr $clk_period * $clk_io_pct] -clock clk0 $non_clock_inputs
set_output_delay [expr $clk_period * $clk_io_pct] -clock clk0 [all_outputs]
==> GITHUB_STEP_SUMMARY <==
## Synthesis and layout report

| Metric | Value |
|---|---|
| Worst VDD drop | roughly 0.033 mV |
| YS warnings | 0 |
| Dominant cell area share | between 10% and 20% |
| Pint | between 0.0001 and 0.00015 W |
| Count of input and output buffers | between 50 and 60 |
| Die H | 93.3 um |
| Combinational share of power | ~100% |
| Worst Setup Path Type | input pin to primary output |
| Final ANT Viol Nets | 0 |
| Fp_density | 42.3% |
| Status | complete, no violations |
| Placement Rows | 32 |
| Vias in the first global route | roughly 3400 |
| Crit Path Max Fanout | 5 |
| CP Launch Type | input pin |
| Net Sw Power | 0.000137 W |
| Hold crit path type | input pin to primary output |
| Boundary pin count | ~53 |
| Logic cell area | 0.00292 sq mm |
| Power Total | around 0.00025 W |
| Mapped Cells | roughly 500 |
| Post-synth area from yosys stat | 0.00333 sq mm |
| Commonest non-fill, non-tap cells in the layout | nor2_1 (59), clkdlybuf4s50_1 (52), inv_1 (48), ha_1 (48), a21oi_1 (47) |
| GR Util All Layers | 28.3% |
| Register area | 0 sq um |
| Final antenna diode count | 0 |
| WP data required | 6.64 ns |
| Total grt overflow | 0 |
| Post-CTS Setup Repair Bufs | 0 |
| Unique masters post-synth | 75 |
| Drt wl/cell | 19.3 um |
| Critical path arrival | 5.45 ns |
| Placed cell areas | 0.00381 sq mm |
| Total core area | slightly below 0.008 sq mm |
| First-pass GRT wire length | approximately 19 mm |
| Post-synthesis sequential area ratio | 0% |
| Post-Layout Inst Area | between 0.003 and 0.004 sq mm |
| Final setup margin | 1.19 ns |
| Final Max Tran Viols | 0 |
| Initial DRT Pass Iterations | 5 |
| Max cap viols | 0 |
| Placement Setup Slack | ~1.2 ns |
| FFs & Latches | 0 |
| Number of gates resized after cts | 0 |
| DR iter-0 viols | 307 |
| Total negative slack | 0 ns |
| Hold Fails Final Rpt | 0 |
| Dominant cell type by area after synthesis | ha_1 |
| Routed via count | about 3800 |
| Share of cells above drive strength 1 | 5.57% |
| Number of remaining DRC errors | 0 |
| Final Cycle Share | approximately 86% |
| Clk_buf instances | 0 |
| Post-layout min period | a little over 7 ns |
| Post-Route WL | 12.0 mm |
| Post-CTS Hold Fix Bufs | 0 |
| Relative max-transition margin | 45.0% |
| Avg Vias per Cell | roughly 6 |
| Syn Area/Cell | 6.72 sq um |
| Most common logic cell in the routed design | nor2_1 |
| Synth-to-Final Area Change | 14.3% |
| Top area cell types | ha_1 (18%), a21oi_1 (7.1%), nor2_1 (6.6%), inv_1 (5.4%), o211ai_1 (5.2%) |
| Count of final setup violators | 0 |
| Fillers | 818 |
| RePlAce Congestion | 0.932 |
| Post-DP HPWL | 9.60 mm |
| Worst-margin pin slew | around 0.82 ns |
| Pin count of the biggest net entering global routing | 39 |
| Fin util | 48.3% |
| RSZ-0062 raised after global routing | no |
| Switch share | 55.4% |
| Yosys stat cell total | 496 |
| Worst Setup End Kind | primary output |
| Pwr dens | 65.1 mW/mm^2 |
| Mapped Area | 0.00333 sq mm |
| Die Wd | 93.3 um |
| FMAX | 141 MHz |
| Part of the power in registers | 0% |
| Number of warnings in the stage logs | ~63 |
| Initial antenna violation count | 0 |
| Clock share of power | 0% |
| Leak | 1.58 nW |
| Die Size | 0.00870 sq mm |
==> synth_stat cells, types with 7 or more instances <==
cell type / number
a21oi_1: 47
a31oi_1: 7
clkbuf_1: 17
ha_1: 48
inv_1: 48
mux2i_1: 11
nand2_1: 38
nand3_1: 14
nand4_1: 8
nor2_1: 59
nor3_1: 12
o211ai_1: 23
o21ai_0: 23
xnor2_1: 15
==> routing by layer <==
layer  vias to the layer above  track usage, %  routed length, um
met5                         -               0                  0
met4                         0            5.00                192
met3                        14            5.13               1220
met2                       200            40.1               4850
met1                      1713            44.5               5780
li1                       1858               -                  -
==> critical path, cell delays in order <==
cell and delay [ns]:
clkdlybuf4s50_1 0.48, inv_1 0.19, ha_1 0.23, inv_1 0.07, fa_1 0.42, nand2b_4 0.10
a221oi_2 0.06, nor3_1 0.25, o31ai_2 0.11, a2111oi_2 0.47, a221oi_2 0.13, xnor2_1 0.19
o41ai_2 0.35, nor4bb_4 0.24, clkdlybuf4s50_1 0.50
==> layout make-up <==
class,count,share of cell area (%)
multi-input cells,412,76.7
repair buffers,59,15.0
inverters,50,4.99
well taps,102,3.35
==> through the flow <==
step           cells  hold slack [ns]
5_1_grt          623             4.36
3_3_place_gp     623             4.25
6_report         623             4.26
2_1_floorplan    496             3.41
4_1_cts          623             4.26
3_5_place_dp     623             4.26
==> cells by family after synthesis <==
family                   share of synthesized area [%]
multiplexers                                      3.98
AND/OR/NAND/NOR                                   23.4
adder cells (fa/ha/maj)                           19.2
XOR/XNOR                                          4.73
AND-OR/OR-AND                                     36.3
buffers and inverters                             12.4
==> path summary, 6_finish.rpt <==
check / from / endpoint / slack [ns] / depth (start not counted)
setup / recovery: A[0] / Compare / 1.19 / 15
hold / removal: OP[0] / C[3] / 4.26 / 4
==> power groups by stage <==
stage / logic, W / clock network, W / registers (W)
after CTS: 0.000244 / 0 / 0
after global routing: 0.000271 / 0 / 0
final: 0.000248 / 0 / 0
No activity file was given, so power comes from the tool's default toggle rates.
